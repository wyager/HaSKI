`./run.sh`:
```
#!/bin/bash
# OpenROAD 26Q1-2900-gdf79404cd8, Yosys 0.63+post, stock flow scripts
make -C /OpenROAD-flow-scripts/flow DESIGN_CONFIG=/design/flow/config.mk WORK_HOME=/design/flow/orfs finish
```
`./constraint.sdc`:
```
current_design SevenSeg_topEntity

set clk_period 4.8
set clk_io_pct 0.2

create_clock -name clk0 -period $clk_period [get_ports {system1000}]

set non_clock_inputs [all_inputs -no_clocks]
set_input_delay [expr $clk_period * $clk_io_pct] -clock clk0 $non_clock_inputs
set_output_delay [expr $clk_period * $clk_io_pct] -clock clk0 [all_outputs]
```
`./config.mk`:
```
export PLATFORM = sky130hd
export DESIGN_NAME = SevenSeg_topEntity
export DESIGN_NICKNAME = SevenSeg_topEntity
export VERILOG_FILES = /design/flow/design.v
export SDC_FILE = /design/flow/constraint.sdc
export NUM_CORES = 4
export LEC_CHECK = 1
export CORE_AREA = 10 10 89 89
export DIE_AREA = 0 0 99 99
```
`./design.v`:
```
module SevenSeg_anode_1(ds1_i1
                       ,topLet_o);
  input [1:0] ds1_i1;
  output [3:0] topLet_o;
  reg [3:0] topLet_o_reg;
  always @(*) begin
    case(ds1_i1)
      2'd0 : topLet_o_reg = 4'b1110;
      2'd1 : topLet_o_reg = 4'b1101;
      2'd2 : topLet_o_reg = 4'b1011;
      2'd3 : topLet_o_reg = 4'b0111;
      default : topLet_o_reg = {4 {1'bx}};
    endcase
  end
  assign topLet_o = topLet_o_reg;
endmodule
module SevenSeg_next_2(ds1_i1
                      ,topLet_o);
  input [1:0] ds1_i1;
  output [1:0] topLet_o;
  wire [1:0] altLet_0;
  assign altLet_0 = ds1_i1 + 2'd1;
  reg [1:0] topLet_o_reg;
  always @(*) begin
    case(ds1_i1)
      2'd3 : topLet_o_reg = 2'd0;
      default : topLet_o_reg = altLet_0;
    endcase
  end
  assign topLet_o = topLet_o_reg;
endmodule
module SevenSeg_topEntity(input_0_0
                         ,input_0_1
                         ,input_0_2
                         ,input_0_3
                         , 
                         system1000
                         , 
                         system1000_rstn
                         ,output_0_0
                         ,output_0_1);
  input [31:0] input_0_0;
  input [31:0] input_0_1;
  input [31:0] input_0_2;
  input [31:0] input_0_3;
  input system1000;
  input system1000_rstn;
  output [3:0] output_0_0;
  output [7:0] output_0_1;
  wire [127:0] input_0;
  wire [11:0] output_0;
  assign input_0 = {input_0_0
                   ,input_0_1
                   ,input_0_2
                   ,input_0_3};
  SevenSeg_topEntity_0 SevenSeg_topEntity_0_inst
  (.outputs_i1 (input_0)
  ,.system1000 (system1000)
  ,.system1000_rstn (system1000_rstn)
  ,.bodyVar_o (output_0));
  assign output_0_0 = output_0[11:8];
  assign output_0_1 = output_0[7:0];
endmodule
module SevenSeg_topEntity_0(outputs_i1
                           , 
                           system1000
                           , 
                           system1000_rstn
                           ,bodyVar_o);
  input [127:0] outputs_i1;
  input system1000;
  input system1000_rstn;
  output [11:0] bodyVar_o;
  wire [3:0] x_0;
  wire signed [31:0] repANF_1;
  wire signed [31:0] repANF_2;
  wire signed [31:0] wild_3;
  wire [31:0] bodyVar_4;
  wire [7:0] bodyVar_5;
  wire [1:0] repANF_6;
  wire [1:0] active_7;
  wire signed [31:0] tmp_8;
  wire [31:0] tmp_10;
  wire [1:0] tmp_45;
  SevenSeg_anode_1 SevenSeg_anode_1_x_0
  (.topLet_o (x_0)
  ,.ds1_i1 (active_7));
  assign bodyVar_o = {x_0
                     ,bodyVar_5};
  assign repANF_1 = wild_3;
  assign tmp_8 = $unsigned(active_7);
  assign repANF_2 = tmp_8;
  assign wild_3 = repANF_2;
  wire [31:0] vec_n_11 [0:4-1];
  wire [127:0] vecflat_n_12;
  assign vecflat_n_12 = outputs_i1;
  genvar n_13;
  generate
  for (n_13=0; n_13 < 4; n_13=n_13+1) begin : array_n_14
    assign vec_n_11[(4-1)-n_13] = vecflat_n_12[n_13*32+:32];
  end
  endgenerate
  assign tmp_10 = vec_n_11[repANF_1];
  assign bodyVar_4 = tmp_10;
  reg [7:0] bodyVar_5_reg;
  always @(*) begin
    case(bodyVar_4)
      32'd104 : bodyVar_5_reg = 8'b11111111 ^ 8'b01110100;
      32'd101 : bodyVar_5_reg = 8'b11111111 ^ 8'b01111011;
      32'd108 : bodyVar_5_reg = 8'b11111111 ^ 8'b00110000;
      32'd111 : bodyVar_5_reg = 8'b11111111 ^ 8'b01011100;
      32'd95 : bodyVar_5_reg = 8'b11111111 ^ 8'b00001000;
      32'd119 : bodyVar_5_reg = 8'b11111111 ^ 8'b00101010;
      32'd114 : bodyVar_5_reg = 8'b11111111 ^ 8'b00110001;
      32'd100 : bodyVar_5_reg = 8'b11111111 ^ 8'b01011110;
      32'd33 : bodyVar_5_reg = 8'b11111111 ^ 8'b10000010;
      default : bodyVar_5_reg = 8'b11111111 ^ 8'b00000000;
    endcase
  end
  assign bodyVar_5 = bodyVar_5_reg;
  SevenSeg_next_2 SevenSeg_next_2_repANF_6
  (.topLet_o (repANF_6)
  ,.ds1_i1 (active_7));
  reg [1:0] n_47;
  always @(posedge system1000 or negedge system1000_rstn) begin : register_SevenSeg_topEntity_0_n_48
    if (~ system1000_rstn) begin
      n_47 <= 2'd0;
    end else begin
      n_47 <= repANF_6;
    end
  end
  assign tmp_45 = n_47;
  assign active_7 = tmp_45;
endmodule
```
==> job_summary.md <==
## Implementation flow summary

| Metric | Value |
|---|---|
| Status | `finished, final reports clean` |
| Crit start category | `primary input` |
| Clock Skews | `roughly 0.0020 ns` |
| Flop area | `50.0 sq um` |
| Cell repeated most along the worst path | `clkdlybuf4s50_1` |
| Setup TNS | `0 ns` |
| M2 GR Usage | `21.8%` |
| Number of CTS-inserted buffers | `3` |
| Fillers | `609` |
| Fp util | `14.5%` |
| Layout cells sized above 1 | `5.68%` |
| MaxCap Viol Count | `0` |
| Routed vias/inst | `approximately 4.6` |
| Cell area after synthesis | `870 sq um` |
| DP Worst Slack | `0.434 ns` |
| Final worst slack | `roughly 0.43 ns` |
| Met1 Usage GRT | `15.4%` |
| Slowest cell on crit path | `or4_4` |
| Worst Tran Pin Value | `0.585 ns` |
| R2R setup slack | `3.76 ns` |
| Critical path type | `in -> out` |
| Endpoints failing hold | `0` |
| Biggest register | `SevenSeg_topEntity_0_inst.n_47` |
| CTS clk-pin slew, worst paths | `0.03 ns` |
| Post-Syn Area per Cell | `7.19 sq um` |
| RR Startpoint | `SevenSeg_topEntity_0_inst.n_47[0]$_DFF_PN0_` |
| Number of global-route vias before repair | `1,683` |
| # rows | `28` |
| Final setup vio count | `0` |
| Clock sinks | `2` |
| Cycle use final | `91.0%` |
| Max reg flops | `2` |
| Routed length per instance | `19.0 um` |
| Top Usage Layer GRT | `met2` |
| Hold Crit Class | `reg -> reg` |
| Relative slew margins | `61.0%` |
| H-tree levels | `1` |
| Main flop type | `dfrtp_1` |
| Starting DRT DRC Count | `22` |
| Fin. max-slew vios | `0` |
| Synth-to-layout area growth | `176%` |
| Top Registers | `SevenSeg_topEntity_0_inst.n_47: 2 flops` |
| Clock latency (worst-skew pair) | `about 0.21 ns` |
| CP top delay family | `buffers and inverters` |
| Initial antenna violation count | `0` |
| # Cells Yosys | `121` |
| Count of tool warnings | `28` |
| Vias | `1,574` |
| DRC viols | `0` |
| Met3 Track Usage GR | `3.95%` |
| Cts repair resizes | `0` |
| Syn Inst Count | `roughly 120` |
| Die y size | `99 um` |
| Input/output buffers | `141` |
| CP Launch Point | `input_0_3[1]` |
| N_diodes | `0` |
| Pleak | `0.000841 uW` |
| CP Capture Type | `primary output` |
| Max stage delay on crit path | `0.51 ns` |
| Hold Crit Start | `SevenSeg_topEntity_0_inst.n_47[0]$_DFF_PN0_` |
| Most numerous logic cell after layout | `clkdlybuf4s50_1` |
| Ordered list of cells on the worst path | `clkdlybuf4s50_1 > a222oi_1 > mux2_4 > nor2_2 > or4_4 > a21boi_2 > o311ai_1 > clkdlybuf4s50_1` |
| Post-synth seq share | `5.76%` |
| Largest net degree at the start of global routing | `15` |
| Async SR Flop Fraction | `~100%` |
| Post-DRT Antenna Nets | `0` |
| Crit Path Max Fanout | `5` |
| WP data required | `around 3.8 ns` |
| Drt total wl | `6.44 mm` |
| Logic area | `around 740 sq um` |
| Syn. warnings | `3` |
| Synthesis-stage register bit count | `2` |
| Maximum vdd drop | `139 uV` |
| Hold WS | `between 0.4 and 0.5 ns` |
| Cell variety after synth | `40` |
| Total Routing Usage GR | `12.5%` |
| Root buffer cell | `clkbuf_8` |
| Hold Buf Count CTS | `0` |
| RSZ-0062 raised after global routing | `no` |
| Flip-flops with a built-in enable | `0` |
| Top cells excl fill/tap | `clkdlybuf4s50_1 (141), nor4_1 (26), a21oi_1 (10)` |
| Core ar. | `5990 sq um` |
| First-pass GRT wire length | `9.80 mm` |
| 1st-pass router iterations | `5` |
| Final HPWL DP | `just under 6 mm` |
| RD Place Congestion | `0.809` |
| Critical path buffer and inverter count | `2` |
| CTS tree | `done` |
| IO Pins | `142` |
| Yosys chip area | `870 sq um` |
| Max Fclk | `229 MHz` |
| Die area | `9800 sq um` |
| Cell area power density | `89.5 nW/um^2` |
| CTS Buffer Depth | `2` |
| Grt total ovfl | `0` |
| Min Tclk post-route | `4.37 ns` |
| Data arrival time of the critical path | `3.41 ns` |
| Post-CTS Repair Setup Buffers | `0` |
| Die W | `99 um` |
-- final timing paths --
path	endpoint	depth (start not counted)
setup / recovery	output_0_1[2]	8
hold / removal	SevenSeg_topEntity_0_inst.n_47[0]$_DFF_PN0_	1
setup reg to reg	SevenSeg_topEntity_0_inst.n_47[0]$_DFF_PN0_	2
hold reg to reg	SevenSeg_topEntity_0_inst.n_47[0]$_DFF_PN0_	1
max in group asynchronous	SevenSeg_topEntity_0_inst.n_47[0]$_DFF_PN0_	1
min in group asynchronous	SevenSeg_topEntity_0_inst.n_47[1]$_DFF_PN0_	1
-- where the power goes --
part           internal [uW]  switching (uW)
Clock                   52.9            11.4
Sequential              17.0               0
Combinational            103            30.1
Total                    173            41.5
-- cell type report --
class	count	share of cell area, %
Sequential cell	2	2.09
Tap cell	75	3.91
Multi-Input combinational cell	105	31.0
Clock buffer	3	1.72
Timing Repair Buffer	144	59.7
Inverter	10	1.56
-- through the flow --
stage               std cells  util, %  power (uW)  area, sq um
floorplan                 121        -        39.4          870
global placement          336     39.4         150         2360
detailed placement        336     39.4         151         2360
CTS                       339     40.1         218         2400
global route              339     40.1         229         2400
finish                    339     40.1         215         2400
-- kinds of logic after synthesis --
kind of cell | after synthesis | share of synthesized area (%)
DFF | 2 | 5.76
muxes | 2 | 2.88
buffers and inverters | 14 | 8.78
and+or+nand+nor | 56 | 40.0
adders and majority gates | 4 | 5.76
AOI/OAI and AO/OA | 40 | 33.8
xor gates and xnor gates | 3 | 3.02
-- cells in the mapped netlist, types with 2 or more instances --
master / count / share of area, %
a22oi_1: 8 / 6.9
a2bb2oi_1: 4 / 4.0
o2111ai_1: 2 / 2.0
nor3_1: 2 / 1.2
o21ai_0: 2 / 1.2
a222oi_1: 2 / 2.3
a21oi_1: 10 / 5.8
nand2_1: 6 / 2.6
dfrtp_1: 2 / 5.8
xnor2_1: 2 / 2.0
ha_1: 4 / 5.8
buf_6: 3 / 3.9
a22o_1: 2 / 2.0
nand3_1: 6 / 3.5
or4_1: 3 / 2.6
nor2b_1: 2 / 1.4
inv_1: 9 / 3.9
a41oi_1: 3 / 3.0
nor4_1: 26 / 19
nor2_1: 2 / 0.86
nor4b_1: 2 / 2.0
-- layer usage --
| metal | vias up | wire length, um |
|---|---|---|
| li1 | 795 | - |
| met1 | 683 | 2760 |
| met2 | 94 | 3060 |
| met3 | 2 | 597 |
| met4 | 0 | 19 |
| met5 | - | 0 |
Power figures rest on the tool's default switching activity, not on a simulated workload.
